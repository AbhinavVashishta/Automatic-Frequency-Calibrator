==> ./design.v <==
`timescale 1ns/1ps
module afc_top #(
    parameter CODE_WIDTH  = 8,
    parameter COUNT_WIDTH = 16
)(
    input  wire refclk,
    input  wire rst_n,
    input  wire afctrigger,
    input  wire divclk,
    output wire [CODE_WIDTH-1:0] control_code_out,
    output wire                  afc_status
);
    reg [COUNT_WIDTH-1:0] ref_count;
    reg [COUNT_WIDTH-1:0] div_count;
    reg afctrigger_prev;
    reg afctrigger_sync1, afctrigger_sync2;
    reg afctrigger_prev_div;
    always @(posedge divclk or negedge rst_n) begin
        if (!rst_n) begin
            afctrigger_sync1 <= 0;
            afctrigger_sync2 <= 0;
        end else begin
            afctrigger_sync1 <= afctrigger;
            afctrigger_sync2 <= afctrigger_sync1;
        end
    end
    wire ref_fast, div_fast, eq;
    wire reset_counters;
    diff_compare #(.COUNT_WIDTH(COUNT_WIDTH), .THRESHOLD(2), .MIN_SAMPLES(50)) cmp (
        .clk(refclk),
        .rst_n(rst_n),
        .ref_count(ref_count),
        .div_count(div_count),
        .ref_faster(ref_fast),
        .div_faster(div_fast),
        .equal(eq)
    );
    binary_search_controller #(.CODE_WIDTH(CODE_WIDTH)) ctrl (
        .clk(refclk),
        .rst_n(rst_n),
        .afctrigger(afctrigger),
        .gt_flag(ref_fast),
        .lt_flag(div_fast),
        .eq_flag(eq),
        .control_code_out(control_code_out),
        .afc_status(afc_status),
        .reset_counters(reset_counters)
    );
    always @(posedge refclk or negedge rst_n) begin
        if (!rst_n) begin
            ref_count <= 0;
            afctrigger_prev <= 0;
        end else begin
            afctrigger_prev <= afctrigger;
            if ((afctrigger && !afctrigger_prev) || reset_counters)
                ref_count <= 0;
            else if (afctrigger)
                ref_count <= ref_count + 1;
        end
    end
    always @(posedge divclk or negedge rst_n) begin
        if (!rst_n) begin
            div_count <= 0;
            afctrigger_prev_div <= 0;
        end else begin
            afctrigger_prev_div <= afctrigger_sync2;
            if ((afctrigger_sync2 && !afctrigger_prev_div) || reset_counters)
                div_count <= 0;
            else if (afctrigger_sync2)
                div_count <= div_count + 1;
        end
    end
endmodule
`timescale 1ns/1ps
module binary_search_controller #(
    parameter CODE_WIDTH = 8
)(
    input wire clk,
    input wire rst_n,
    input wire afctrigger,
    input wire gt_flag,
    input wire lt_flag,
    input wire eq_flag,
    output reg [CODE_WIDTH-1:0] control_code_out,
    output reg afc_status,
    output reg reset_counters
);
    reg [CODE_WIDTH-1:0] low, high;
    reg [2:0] state;
    reg afctrigger_prev;
    reg [7:0] settle_counter;
    localparam IDLE   = 3'd0, 
               RUN    = 3'd1,
               SETTLE = 3'd2,
               FIN    = 3'd3;
    localparam SETTLE_CYCLES = 8'd100;
    always @(posedge clk or negedge rst_n) begin
        if (!rst_n) begin
            low              <= {CODE_WIDTH{1'b0}};
            high             <= {CODE_WIDTH{1'b1}};
            control_code_out <= {1'b0, {(CODE_WIDTH-1){1'b1}}};
            state            <= IDLE;
            afc_status       <= 1'b0;
            afctrigger_prev  <= 1'b0;
            reset_counters   <= 1'b0;
            settle_counter   <= 8'd0;
        end else begin
            afctrigger_prev <= afctrigger;
            reset_counters  <= 1'b0;
            case (state)
                IDLE: begin
                    afc_status <= 1'b0;
                    if (afctrigger && !afctrigger_prev) begin
                        low              <= {CODE_WIDTH{1'b0}};
                        high             <= {CODE_WIDTH{1'b1}};
                        control_code_out <= {1'b0, {(CODE_WIDTH-1){1'b1}}};
                        state            <= SETTLE;
                        settle_counter   <= 8'd0;
                        reset_counters   <= 1'b1;
                    end
                end
                SETTLE: begin
                    settle_counter <= settle_counter + 1'b1;
                    if (settle_counter >= SETTLE_CYCLES) begin
                        state          <= RUN;
                        settle_counter <= 8'd0;
                    end
                end
                RUN: begin
                    if (eq_flag) begin
                        state      <= FIN;
                        afc_status <= 1'b1;
                    end else if (low >= high) begin
                        state      <= FIN;
                        afc_status <= 1'b1;
                    end else begin
                        if (gt_flag) begin
                            low <= control_code_out + 1'b1;
                        end else if (lt_flag) begin
                            high <= (control_code_out > 0) ? (control_code_out - 1'b1) : 0;
                        end
                        control_code_out <= (low + high) >> 1;
                        state            <= SETTLE;
                        settle_counter   <= 8'd0;
                        reset_counters   <= 1'b1;
                    end
                end
                FIN: begin
                    afc_status <= 1'b1;
                    if (!afctrigger) begin
                        state      <= IDLE;
                        afc_status <= 1'b0;
                    end
                end
                default: state <= IDLE;
            endcase
        end
    end
endmodule
`timescale 1ns/1ps
module diff_compare #(
    parameter COUNT_WIDTH = 16,
    parameter THRESHOLD   = 2,
    parameter MIN_SAMPLES = 50
)(
    input  wire clk,
    input  wire rst_n,
    input  wire [COUNT_WIDTH-1:0] ref_count,
    input  wire [COUNT_WIDTH-1:0] div_count,
    output reg  ref_faster,
    output reg  div_faster,
    output reg  equal
);
    reg [3:0] stable_cnt;
    wire signed [COUNT_WIDTH:0] diff;
    wire signed [COUNT_WIDTH:0] abs_diff;
    assign diff = $signed({1'b0, ref_count}) - $signed({1'b0, div_count});
    assign abs_diff = (diff < 0) ? -diff : diff;
    always @(posedge clk or negedge rst_n) begin
        if (!rst_n) begin
            ref_faster <= 0;
            div_faster <= 0;
            equal      <= 0;
            stable_cnt <= 0;
        end else begin
            if (ref_count < MIN_SAMPLES) begin
                ref_faster <= 0;
                div_faster <= 0;
                equal      <= 0;
                stable_cnt <= 0;
            end else if (diff > $signed(THRESHOLD)) begin
                ref_faster <= 1;
                div_faster <= 0;
                equal      <= 0;
                stable_cnt <= 0;
            end else if (diff < -$signed(THRESHOLD)) begin
                ref_faster <= 0;
                div_faster <= 1;
                equal      <= 0;
                stable_cnt <= 0;
            end else begin
                ref_faster <= 0;
                div_faster <= 0;
                if (stable_cnt >= 4'd4) begin
                    equal <= 1;
                end else begin
                    stable_cnt <= stable_cnt + 1;
                    equal <= 0;
                end
            end
        end
    end
endmodule
==> ./run.sh <==
#!/bin/bash
# OpenROAD 26Q1-2900-gdf79404cd8, Yosys 0.63+post, stock flow scripts
make -C /OpenROAD-flow-scripts/flow DESIGN_CONFIG=/design/flow/config.mk WORK_HOME=/design/flow/orfs finish
==> ./config.mk <==
export PLATFORM = sky130hd
export DESIGN_NAME = afc_top
export DESIGN_NICKNAME = afc_top
export VERILOG_FILES = /design/flow/design.v
export SDC_FILE = /design/flow/constraint.sdc
export NUM_CORES = 4
export LEC_CHECK = 1
export CORE_UTILIZATION = 50
==> ./constraint.sdc <==
current_design afc_top

set clk_period 3.0
set clk_io_pct 0.2

create_clock -name clk0 -period $clk_period [get_ports {divclk}]
create_clock -name clk1 -period $clk_period [get_ports {refclk}]

set non_clock_inputs [all_inputs -no_clocks]
set_input_delay [expr $clk_period * $clk_io_pct] -clock clk0 $non_clock_inputs
set_output_delay [expr $clk_period * $clk_io_pct] -clock clk0 [all_outputs]
==> summary.txt <==
run metrics: CP Class register to register, met2 Usage GRT 38.1%, Tot Pwr 3.73 mW, synthesis-to-finish area growth 12.7%, Ports 13, DP HPWL 9.10 mm, main flop type dfrtp_1, layout cells sized above 1 15.0%, r2r startpoint ref_count[1]$_DFFE_PN0P_, Fin Setup TNS 0 ns, Yosys top cell by instances nor2_1, number of enable flip-flop cells 0, clk slew on worst S/H paths 0.07 ns, synth warn 3, CP peak stage delay 0.43 ns, PwrDens 604 nW/um2, Synth top area share 29.2%, r2r worst-path depth 11, Worst R2R End cmp.stable_cnt[2]$_DFFE_PN0P_, top cells by area dfrtp_1, ha_1, dfstp_2, Post-Route WL 12.0 mm, grt ovf 0, RePlAce Congestion 0.913, Antenna Nets Post-Route 0, vias in the first global route 4109, GRT Max-Usage Layer met2, Placement Setup Slack 0.0835 ns, Die Area 11400 um2, via count 4351, CP cell instances buf_4 -> ha_1 -> nand2b_1 -> a211oi_4 -> buf_4 -> nor3b_1 -> o31ai_1 -> o211ai_1 -> nor4_4 -> nand4b_4 -> a21oi_2, Req. time, crit path 3.26 ns, TritonCTS clock tree done, Slew Limit Fails 0, final worst-path setup slack 0.193 ns, Hold Buf Count CTS 0, Reg2Reg Setup Slack 0.19 ns, core area 10500 um2, crit start category register, Final setup viols 0, Yosys top cell by area dfrtp_1, Final Util 59.1%, status finished, final reports clean, Cell Type Count 67, Finished Layout Cells 781, Fillers 922, Seq cells post-synth 80, Worst Clk Skew 0.0107 ns, CP bufs+invs 2, Die Span Y 107 um, Vias per Instance 5.57, first-pass GRT wire length 20.4 mm, 1st-iter DRT viols 220, Post-synth top cells nor2_1, dfrtp_1, inv_1, Max-cap violations 0, worst-path fanout max 6, Worst Max-Slew Pin Slew 0.884 ns, DRC errors left 0, final hold violations 0, yosys cell count 619, ANT cells 0, CP max stage cell o31ai_1, die width 107 um, worst vdd ir 0.352 mV, largest net degree at the start of global routing 45, M3 GR Usage 4.84%, syn avg cell area 8.86 um2, clk sinks 80, row count 37, crit end category register, Post-Syn Area 5490 um2, initial antenna violation count 0, Hold/Removal Path Class input port to asynchronous set/reset pin, DR pass1 iterations 4, Routed WL per cell 15.4 um, gr usage total 23.7%, Chip Area, Yosys 5490 um2, PortBufs 10, CP most frequent cell buf_4, dpl cells 759, Seq/Total Area, Yosys 36.9%, Worst Path Arrival 3.07 ns, Leakage 2.79 nW, CP top delay family AND-OR/OR-AND gates, Log Warnings 36, Core Density at Floorplan 52.4%, Synth async-reset ratio 100%, Post-Syn Instances 619, Rel. slew slack 40.7%, met1 usage 35.0%
metrics by stage:
step                area, um2  hold slack, ns
finish                   6180           0.255
global route             6180           0.283
CTS                      6010           0.260
detailed placement       5760           0.340
global placement         5760           0.339
floorplan                5490           0.304
cells by family (layout without fill, tap and decap cells):
| logic type | Yosys count | in the layout | synth area share [%] |
|---|---|---|---|
| and+or+nand+nor | 227 | 227 | 20.4 |
| AOI/OAI and AO/OA | 138 | 138 | 17.5 |
| DFF | 80 | 80 | 36.9 |
| buffers and inverters | 71 | 97 | 5.47 |
| xor gates and xnor gates | 50 | 50 | 7.98 |
| adders and majority gates | 40 | 40 | 9.40 |
| muxes | 12 | 12 | 2.39 |
| other | 1 | 1 | 0.0683 |
placed cells by master (no fill, tap or decap), types with 4 or more instances in the layout:
master	count
or3_1	4
nand3_1	24
dfstp_2	16
nand4_1	8
nand2b_1	11
nor2_1	79
xnor2_1	29
a21o_1	9
nor4_1	4
a211oi_1	7
xor2_1	20
and3_1	7
nand2_1	44
o2bb2ai_1	4
a21oi_1	25
o31ai_1	10
ha_1	32
clkbuf_8	14
o21a_1	4
inv_1	48
nor2b_1	7
buf_4	17
nor3_1	15
clkdlybuf4s50_1	9
o21ai_0	27
mux2_2	9
dfrtp_1	63
a21oi_2	6
a31oi_1	5
o211ai_1	6
report_power, final:
part           total (mW)  switching, mW  leakage (nW)  internal, mW
Clock               0.919          0.399         0.125         0.521
Sequential           1.24         0.0813          1.03          1.16
Combinational        1.57          0.848          1.63         0.725
repair_timing:
action / in CTS / in global routing
endpoints found under the hold margin: 0 / 0
buffers inserted: 0 / 2
resized: 0 / 31
setup endpoints to repair: 0 / 7
area by class of cell:
type / instances / area [um2] / area share (%)
tap: 136 / 170 / 2.75
inverter: 49 / 184 / 2.98
multi-input combinational: 468 / 3320 / 53.7
timing repair buffer: 28 / 240 / 3.89
clock buffer: 16 / 200 / 3.24
sequential: 80 / 2020 / 32.7
clock inverter: 4 / 47.5 / 0.769
sequential cells by signal, indices dropped and copies added (netlist names), 4 cells and up:
name                   count
div_count                 16
ref_count                 16
ctrl.high                  8
ctrl.low                   8
ctrl.settle_counter        8
ctrl.control_code_out      7
cmp.stable_cnt             4
ctrl.state                 4
how the worst max path moves through the flow:
| stage | startpoint | endpoint | slack [ns] | depth (start not counted) |
|---|---|---|---|---|
| CTS | ref_count[0]$_DFFE_PN0P_ | cmp.equal$_DFF_PN0_ | 0.07 | 11 |
| finish | ref_count[1]$_DFFE_PN0P_ | cmp.stable_cnt[2]$_DFFE_PN0P_ | 0.19 | 11 |
| global route | ref_count[10]$_DFFE_PN0P_ | cmp.equal$_DFF_PN0_ | -0.01 | 10 |
per-layer routing:
metal / wire length, um / up-vias
li1: - / 2210
met1: 5800 / 2055
met2: 5600 / 72
met3: 403 / 14
met4: 227 / 0
met5: 0 / -
Power figures rest on the tool's default switching activity, not on a simulated workload.
